File: design/flow/design.v
`timescale 1ns/1ps
`default_nettype none
module ps2_keyboard
  #(parameter integer FIFO_DEPTH_BITS = 4)
    (input wire rstn,
     input wire ps2_clk,
     input wire ps2_data,
     input wire busclk,
     input wire pop,
     output wire [7:0] fifo_top,
     output wire rx_empty,
     output wire frame_error,
     output wire parity_error,
     output wire rx_overflow
     );
    reg [6:0] current;
    reg [3:0] pos;
    reg [7:0] fifo [0:(1<<FIFO_DEPTH_BITS)-1];
    reg [FIFO_DEPTH_BITS-1:0] r_fifo_head;
    reg [FIFO_DEPTH_BITS-1:0] r_fifo_tail;
    reg parity;
    reg r_frame_error;
    reg r_parity_error;
    reg r_rx_overflow;
    assign frame_error = r_frame_error;
    assign parity_error = r_parity_error;
    assign rx_overflow = r_rx_overflow;
    assign rx_empty = (r_fifo_head == r_fifo_tail);
    assign fifo_top = fifo[r_fifo_tail];
    wire [FIFO_DEPTH_BITS-1:0] next_head = r_fifo_head + 1;
    wire rx_full = (next_head == r_fifo_tail);
    reg clk_prev;
    reg [2:0] r_buf_cnt;
    reg [7:0] clk_buf;
    wire clk_stable = |clk_buf;
    always @(posedge busclk) begin
        if (!rstn) begin
            pos <= 4'd0;
            current <= 7'd0;
            r_frame_error <= 0;
            r_parity_error <= 0;
            r_rx_overflow <= 0;
            r_fifo_head <= 0;
            r_fifo_tail <= 0;
            r_buf_cnt <= 0;
            clk_prev <= 1;
        end else begin
            if (clk_prev == 1 && clk_stable == 0) begin  
                case (pos)
                  4'd0:                  
                    if (ps2_data == 0) begin
                        pos <= 4'd12;
                        parity <= 0;
                    end else begin
                        r_frame_error <= 1;
                    end
                  4'd12: begin            
                      current[0:0] <= ps2_data;
                      parity <= parity ^ ps2_data;
                      pos <= 4'd2;
                  end
                  4'd2: begin            
                      current[1:1] <= ps2_data;
                      parity <= parity ^ ps2_data;
                      pos <= 4'd3;
                  end
                  4'd3: begin            
                      current[2:2] <= ps2_data;
                      parity <= parity ^ ps2_data;
                      pos <= 4'd4;
                  end
                  4'd4: begin            
                      current[3:3] <= ps2_data;
                      parity <= parity ^ ps2_data;
                      pos <= 4'd5;
                  end
                  4'd5: begin            
                      current[4:4] <= ps2_data;
                      parity <= parity ^ ps2_data;
                      pos <= 4'd6;
                  end
                  4'd6: begin            
                      current[5:5] <= ps2_data;
                      parity <= parity ^ ps2_data;
                      pos <= 4'd7;
                  end
                  4'd7: begin            
                      current[6:6] <= ps2_data;
                      parity <= parity ^ ps2_data;
                      pos <= 4'd8;
                  end
                  4'd8: begin            
                      parity <= parity ^ ps2_data;
                      pos <= 4'd9;
                      if (rx_full) begin
                          r_rx_overflow <= 1;
                      end else begin
                          fifo[r_fifo_head][7:0] <= {ps2_data, current[6:0]};
                          r_fifo_head <= next_head;
                      end
                  end
                  4'd9: begin            
                      if ((parity ^ ps2_data) != 1) begin
                          r_parity_error <= 1;
                      end
                      pos <= 4'd10;
                  end
                  4'd10: begin           
                      if (ps2_data != 1) begin
                          r_frame_error <= 1;
                      end
                      pos <= 4'd0;
                  end
                  default:
                    ;
                endcase
            end
            clk_prev <= clk_stable;
            clk_buf[r_buf_cnt] <= ps2_clk;
            r_buf_cnt <= r_buf_cnt + 1;
            if (pop & !rx_empty) begin
                r_fifo_tail <= r_fifo_tail+1;
            end
        end
    end
endmodule
`default_nettype wire
File: design/flow/constraint.sdc
current_design ps2_keyboard

set clk_period 3.6
set clk_io_pct 0.2

create_clock -name clk0 -period $clk_period [get_ports {busclk}]

set non_clock_inputs [all_inputs -no_clocks]
set_input_delay [expr $clk_period * $clk_io_pct] -clock clk0 $non_clock_inputs
set_output_delay [expr $clk_period * $clk_io_pct] -clock clk0 [all_outputs]
File: design/flow/run.sh
#!/bin/bash
# OpenROAD 26Q1-2900-gdf79404cd8, Yosys 0.63+post, stock flow scripts
make -C /OpenROAD-flow-scripts/flow DESIGN_CONFIG=/design/flow/config.mk WORK_HOME=/design/flow/orfs finish
File: design/flow/config.mk
export PLATFORM = sky130hd
export DESIGN_NAME = ps2_keyboard
export DESIGN_NICKNAME = ps2_keyboard
export VERILOG_FILES = /design/flow/design.v
export SDC_FILE = /design/flow/constraint.sdc
export NUM_CORES = 4
export LEC_CHECK = 1
export CORE_UTILIZATION = 40
==> impl_metrics.env <==
# physical design summary
export IMPL_syn_area_um2=7170
export IMPL_power_density_nw_per_um2=496
export IMPL_ys_seq_share=0.677
export IMPL_avgSynthCellArea_um2=16.6
export IMPL_tns_ns=0
export IMPL_overflow=0
export IMPL_viasPerCell=5.46
export IMPL_clkSinkCount=174
export IMPL_numSynthFlops=174
export IMPL_wl_met1_mm=5.41
export IMPL_dieArea_um2=18500
export IMPL_numCtsBuffers=17
export IMPL_grt_pass1_vias=3911
export IMPL_cts_resized=0
export IMPL_wl_mm=14.0
export IMPL_cts_setup_buffers=0
export IMPL_peakVddDrop_v=0.000348
export IMPL_num_rows=48
export IMPL_worst_path_max_delay_cell="mux4_1"
export IMPL_dp_cells=670
export IMPL_clk_latency_ns=0.42
export IMPL_clockBufferDepth=2
export IMPL_rsz0062_at_grt="no"
export IMPL_grt_pass1_wl_mm=21.9
export IMPL_grt_use_total=0.175
export IMPL_p_sw_frac=0.198
export IMPL_syn_inst=431
export IMPL_cts_tree="built"
export IMPL_syn_to_final_growth_pct=15.7
export IMPL_max_freq_mhz=303
export IMPL_cts_clk_slew_worst_paths_ns=0.06
export IMPL_hold_class="register to register"
export IMPL_internal_power_mw=3.30
export IMPL_fin_cells=702
export IMPL_yosysChipArea_um2=7170
export IMPL_p_switching_mw=0.815
export IMPL_die_w_um=136
export IMPL_outcome="complete, no violations"
export IMPL_period_used=0.917
export IMPL_required_ns=2.88
export IMPL_path_cells="buf_12 > mux4_1 > mux4_2 > clkdlybuf4s50_1"
export IMPL_drv_cap=0
export IMPL_tightest_slew_ns=0.859
export IMPL_lay_top_cells="edfxtp_1 (137), nand2_1 (38), dfxtp_1 (37)"
export IMPL_seq_power_share=0.526
export IMPL_pwr_share_clk=0.457
export IMPL_tool_warnings=31
export IMPL_p_leak_nw=2.72
export IMPL_drive_gt1_frac=0.151
export IMPL_vias=3832
export IMPL_lay_top_count="edfxtp_1"
export IMPL_crit_fanout=32
export IMPL_ios=17
export IMPL_route_met2_wl_mm=7.23
export IMPL_cts_root_buffer="clkbuf_16"
export IMPL_dr_wl_met3_mm=1.20
export IMPL_ys_cells=431
export IMPL_cts_htree_levels=4
export IMPL_layout_min_cycle_time_ns=3.30
export IMPL_worstPathArrival_ns=2.58
export IMPL_ant_nets=0
export IMPL_io_buffers=16
export IMPL_antenna_found_initial=0
export IMPL_fp_utilization=0.412
export IMPL_worst_setup_path_type="register to output pin"
export IMPL_ys_warn_count=1
export IMPL_drt_wirelength_per_cell_um=20.0
export IMPL_start_kind="register"
export IMPL_hp_start="r_rx_overflow$_SDFFE_PN0P_"
export IMPL_gp_congestion=0.804
export IMPL_finalMaxSlewViolations=0
export IMPL_r2r_start="r_fifo_head[2]$_SDFFE_PN0P_"
export IMPL_endpoint_kind="output pin"
export IMPL_drt_pass1_iter_count=4
export IMPL_hold_viol_final=0
export IMPL_grt_max_degree=33
export IMPL_critical_path_top_delay_family="multiplexers"
export IMPL_hold_ws_ns=0.459
export IMPL_n_antenna_cell=0
export IMPL_die_y_um=136
export IMPL_top_layer="met4"
export IMPL_core_um2=17400
export IMPL_combPwrFrac=0.017
export IMPL_yosys_cell_types_count=42
export IMPL_postLayoutCoreUtil=0.476
export IMPL_path_buffers=2
export IMPL_drc=0
export IMPL_fin_worst_skew_ns=0.0131
export IMPL_dp_hpwl_mm=8.36
export IMPL_hold_buffers=0
export IMPL_drtIter0Drc=230
export IMPL_setup_violations=0
export IMPL_slowest_delay_ns=0.64
export IMPL_slew_headroom=0.423
-- logic make-up (layout without fill, tap and decap cells) --
| kind of cell | Yosys count | after routing | share of synthesized area |
|---|---|---|---|
| simple gates | 111 | 111 | 0.0734 |
| buf+inv | 35 | 81 | 0.0253 |
| flops | 174 | 174 | 0.677 |
| compound gates | 45 | 45 | 0.0410 |
| fa+ha+maj | 9 | 9 | 0.0157 |
| xor+xnor | 12 | 12 | 0.0176 |
| mux | 45 | 45 | 0.150 |
-- stage by stage --
step / worst slack, ns / total power, mW / cell area (um^2)
finish: 0.300 / 4.12 / 8300
global placement: 0.727 / 2.28 / 7680
CTS: 0.261 / 4.15 / 8300
detailed placement: 0.723 / 2.28 / 7680
floorplan: 1.04 / 2.25 / 7170
global route: 0.186 / 4.25 / 8300
-- worst reg2reg max path: cells and delay by family, from the launching register on --
family                 cells  cell delay [ns]
XOR/XNOR                   1             0.71
flip-flops                 1             0.64
AND/OR/NAND/NOR            2             0.48
AND-OR/OR-AND              1             0.41
buffers and inverters      1             0.26
-- registers in the layout, indices dropped and copies added (netlist names), 3 cells and up, named ones only --
register	count
fifo	128
pos	11
clk_buf	8
current	7
r_fifo_head	4
r_fifo_tail	4
r_buf_cnt	3
-- Yosys cell counts (all sizes together) --
cell type,count,area share
clkbuf,10,0.0052
a31oi,2,0.0017
o21ai,7,0.0049
mux2i,1,0.0014
nor2b,1,0.00087
nand4,7,0.0061
o41ai,1,0.0038
a211o,1,0.0012
dfxtp,37,0.10
nand2b,1,0.00087
and3,2,0.0017
or3,6,0.0052
edfxtp,137,0.57
o311ai,1,0.0012
nor2,25,0.013
and2,2,0.0017
buf,16,0.015
o2111ai,6,0.0073
nor4,10,0.0087
nand4b,1,0.0012
xnor3,1,0.0031
xnor2,5,0.0061
o211ai,4,0.0042
mux4,40,0.14
nor3,1,0.00070
mux2,4,0.0063
inv,9,0.0047
xor2,6,0.0084
o22ai,1,0.00087
ha,9,0.016
nand2,38,0.020
nand3b,2,0.0021
a21oi,21,0.015
nand3,15,0.011
o31ai,1,0.0010
-- power groups by stage --
stage	clock, mW	combinational (mW)	sequential, mW
finish	1.88	0.0702	2.17
CTS	1.92	0.0703	2.16
global route	2.00	0.0788	2.17
-- final timing paths --
| kind | endpoint | slack, ns | depth (start not counted) |
|---|---|---|---|
| min | r_rx_overflow$_SDFFE_PN0P_ | 0.46 | 2 |
| min reg2reg | r_rx_overflow$_SDFFE_PN0P_ | 0.46 | 2 |
| max reg2reg | fifo[3][7]$_DFFE_PP_ | 0.78 | 5 |
| max | fifo_top[1] | 0.30 | 4 |
-- routing by layer --
layer	global-route usage	up-vias
li1	-	1784
met2	0.288	150
met1	0.231	1881
met5	0	-
met4	0.0204	0
met3	0.0771	17
-- layout make-up --
class / instances / area [um^2]
timing repair buffer: 40 / 353
inverter: 9 / 33.8
multi-input combinational: 222 / 2160
sequential: 174 / 4850
tap: 225 / 282
fill: 1448 / 9120
clock buffer: 22 / 487
clock inverter: 10 / 125
Power figures rest on the tool's default switching activity, not on a simulated workload.
