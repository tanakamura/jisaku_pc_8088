==> /design/flow/run.sh <==
#!/bin/bash
# OpenROAD 26Q1-2900-gdf79404cd8, Yosys 0.63+post, stock flow scripts
make -C /OpenROAD-flow-scripts/flow DESIGN_CONFIG=/design/flow/config.mk WORK_HOME=/design/flow/orfs finish
==> /design/flow/config.mk <==
export PLATFORM = sky130hd
export DESIGN_NAME = addr_converter
export DESIGN_NICKNAME = addr_converter
export VERILOG_FILES = /design/flow/design.v
export SDC_FILE = /design/flow/constraint.sdc
export NUM_CORES = 4
export LEC_CHECK = 1
export CORE_AREA = 10 10 71 71
export DIE_AREA = 0 0 81 81
==> /design/flow/constraint.sdc <==
current_design addr_converter

set clk_period 2.2
set clk_io_pct 0.2

create_clock -name clk0 -period $clk_period

set non_clock_inputs [all_inputs -no_clocks]
set_input_delay [expr $clk_period * $clk_io_pct] -clock clk0 $non_clock_inputs
set_output_delay [expr $clk_period * $clk_io_pct] -clock clk0 [all_outputs]
==> /design/flow/design.v <==
`default_nettype none
module mem_addr_converter
  #(parameter integer ADDR_WIDTH = 20,
    parameter integer IS_Z80 = 1)
    (
     input wire [ADDR_WIDTH-1:0] A,
     output var [2:0] addr_type,
     output var [31:0] A32);
parameter AXI_ADDR32_UART_RX = 32'h4060_0000;
parameter AXI_ADDR32_UART_TX = 32'h4060_0004;
parameter AXI_ADDR32_UART_STAT = 32'h4060_0008;
parameter AXI_ADDR32_DRAM_BASE = 32'h8000_0000;
parameter AXI_ADDR32_SPI_FLASH_BASE = 32'h44a0_0000;
parameter AXI_ADDR32_SPI_BASE = 32'h44a1_0000;
parameter AXI_ADDR32_FLASH_XIP_BASE = 32'h0100_0000;
parameter integer ADDR_TYPE_NBIT = 3;
parameter ADDR_TYPE_INTERNAL_ROM = 3'd0;
parameter ADDR_TYPE_INTERNAL_RAM = 3'd1;
parameter ADDR_TYPE_INTERNAL_PERIPHERAL = 3'd2;
parameter ADDR_TYPE_AXI = 3'd5;
parameter ADDR_TYPE_UNKNOWN = 3'd6;
parameter ADDR_TYPE_NOT_OP = 3'd7;
    generate 
        if (IS_Z80 == 1) begin
            always_comb begin
                if (A[ADDR_WIDTH-1] == 1) begin
                    A32 = { {(32-(ADDR_WIDTH-1)){1'b0}}, A[ADDR_WIDTH-2:0]} | AXI_ADDR32_DRAM_BASE;
                    addr_type = ADDR_TYPE_AXI;
                end else if (A[ADDR_WIDTH-2] == 1) begin
                    A32 = { {(32-(ADDR_WIDTH-2)){1'b0}}, A[ADDR_WIDTH-3:0]} | (AXI_ADDR32_FLASH_XIP_BASE+32'h0080_0000);
                    addr_type = ADDR_TYPE_AXI;
                end else begin
                    case (A[15:12])
                      default:
                        begin
                            A32 = {20'd0, A[11:0]};
                            addr_type = ADDR_TYPE_INTERNAL_ROM;
                        end
                      4'b0001:
                        begin
                            A32 = {20'd0, A[11:0]};
                            addr_type = ADDR_TYPE_INTERNAL_RAM;
                        end
                    endcase
                end
            end
        end else begin
            always_comb begin
                if (A[19:8] == 12'hfff) begin
                    addr_type = ADDR_TYPE_INTERNAL_ROM;
                    A32 = {24'd0, A[7:0]};
                end else begin
                    A32 = {12'd0, A[ADDR_WIDTH-1:0]} | AXI_ADDR32_DRAM_BASE;
                    addr_type = ADDR_TYPE_AXI;
                end
            end
        end
    endgenerate
endmodule
module addr_converter
  #(parameter integer ADDR_WIDTH = 20,
    parameter integer IS_Z80 = 1)
    (
     input wire IO,
     input wire MEM,
     input wire RD,
     input wire WR,
     input wire [ADDR_WIDTH-1:0] A,
     input wire [7:0] D,
     output var [31:0] A32,
     output var [31:0] D32,        
     output var [3:0] wstrb,
     output var is_read,
     output var [2:0] addr_type
     );
parameter AXI_ADDR32_UART_RX = 32'h4060_0000;
parameter AXI_ADDR32_UART_TX = 32'h4060_0004;
parameter AXI_ADDR32_UART_STAT = 32'h4060_0008;
parameter AXI_ADDR32_DRAM_BASE = 32'h8000_0000;
parameter AXI_ADDR32_SPI_FLASH_BASE = 32'h44a0_0000;
parameter AXI_ADDR32_SPI_BASE = 32'h44a1_0000;
parameter AXI_ADDR32_FLASH_XIP_BASE = 32'h0100_0000;
parameter integer ADDR_TYPE_NBIT = 3;
parameter ADDR_TYPE_INTERNAL_ROM = 3'd0;
parameter ADDR_TYPE_INTERNAL_RAM = 3'd1;
parameter ADDR_TYPE_INTERNAL_PERIPHERAL = 3'd2;
parameter ADDR_TYPE_AXI = 3'd5;
parameter ADDR_TYPE_UNKNOWN = 3'd6;
parameter ADDR_TYPE_NOT_OP = 3'd7;
    wire [31:0] mem_A32;
    wire [2:0] mem_addr_type;
    mem_addr_converter#(.ADDR_WIDTH(ADDR_WIDTH), .IS_Z80(IS_Z80))
    ma(.A(A),
       .A32(mem_A32),
       .addr_type(mem_addr_type));
    always_comb
    begin
        case ({IO,MEM,RD,WR})
          4'b1010:
            begin
                is_read = 1;
                wstrb = 0;
                D32 = 0;
                if (A[7:7] == 1) begin
                    addr_type = ADDR_TYPE_INTERNAL_PERIPHERAL;
                    A32 = 0;
                end else begin
                    case (A[6:0])
                      7'd0: begin
                          addr_type = ADDR_TYPE_AXI;
                          A32 = AXI_ADDR32_UART_RX;
                      end
                      7'd2: begin 
                          addr_type = ADDR_TYPE_AXI;
                          A32 = AXI_ADDR32_UART_STAT;
                      end
                      7'd8: begin
                          addr_type = ADDR_TYPE_AXI;
                          A32 = AXI_ADDR32_SPI_BASE + 32'h64 + 0;  
                      end
                      7'd9: begin
                          addr_type = ADDR_TYPE_AXI;
                          A32 = AXI_ADDR32_SPI_BASE + 32'h64 + 1;  
                      end
                      7'd10: begin
                          addr_type = ADDR_TYPE_AXI;
                          A32 = AXI_ADDR32_SPI_BASE + 32'h6C;  
                      end
                      7'd11: begin
                          addr_type = ADDR_TYPE_AXI;
                          A32 = AXI_ADDR32_SPI_BASE + 32'h70;  
                      end
                      7'd12: begin
                          addr_type = ADDR_TYPE_AXI;
                          A32 = AXI_ADDR32_SPI_FLASH_BASE + 32'h64 + 0;  
                      end
                      7'd13: begin
                          addr_type = ADDR_TYPE_AXI;
                          A32 = AXI_ADDR32_SPI_FLASH_BASE + 32'h64 + 1;  
                      end
                      7'd14: begin
                          addr_type = ADDR_TYPE_AXI;
                          A32 = AXI_ADDR32_SPI_FLASH_BASE + 32'h6C;  
                      end
                      7'd15: begin
                          addr_type = ADDR_TYPE_AXI;
                          A32 = AXI_ADDR32_SPI_FLASH_BASE + 32'h70;  
                      end
                      default: begin
                          addr_type = ADDR_TYPE_UNKNOWN;
                          A32 = 0;
                      end
                    endcase
                end
            end
          4'b0110:
            begin
                is_read = 1;
                wstrb = 0;
                D32 = 0;
                addr_type = mem_addr_type;
                A32 = mem_A32;
            end
          4'b1001: begin
              is_read = 0;
              if (A[7:7] == 1) begin
                  wstrb = 0;
                  A32 = 0;
                  D32 = 32'd0;
                  addr_type = ADDR_TYPE_INTERNAL_PERIPHERAL;
              end else begin
                  case (A[6:0])
                    7'd1: begin
                        wstrb = 1;
                        A32 = AXI_ADDR32_UART_TX;
                        D32 = {24'd0, D[7:0]};
                        addr_type = ADDR_TYPE_AXI;
                    end
                    7'd8: begin      
                        wstrb = 4'b1111;
                        A32 = AXI_ADDR32_SPI_BASE + 32'h40 + 0;  
                        D32 = 32'h0000_000a;
                        addr_type = ADDR_TYPE_AXI;
                    end
                    7'd9: begin      
                        wstrb = 4'b1111;
                        A32 = AXI_ADDR32_SPI_BASE + 32'h60 + 0;  
                        D32 = {24'd0, D[7:0]};
                        addr_type = ADDR_TYPE_AXI;
                    end
                    7'd10: begin     
                        wstrb = 4'b0001;
                        A32 = AXI_ADDR32_SPI_BASE + 32'h68 + 0;  
                        D32 = {24'd0, D[7:0]};
                        addr_type = ADDR_TYPE_AXI;
                    end
                    7'd11: begin     
                        wstrb = 4'b0001;
                        A32 = AXI_ADDR32_SPI_BASE + 32'h70 + 0;  
                        D32 = {24'd0, D[7:0]};
                        addr_type = ADDR_TYPE_AXI;
                    end
                    7'd12: begin      
                        wstrb = 4'b1111;
                        A32 = AXI_ADDR32_SPI_FLASH_BASE + 32'h40 + 0;  
                        D32 = 32'h0000_000a;
                        addr_type = ADDR_TYPE_AXI;
                    end
                    7'd13: begin      
                        wstrb = 4'b1111;
                        A32 = AXI_ADDR32_SPI_FLASH_BASE + 32'h60 + 0;  
                        D32 = {24'd0, D[7:0]};
                        addr_type = ADDR_TYPE_AXI;
                    end
                    7'd14: begin     
                        wstrb = 4'b0001;
                        A32 = AXI_ADDR32_SPI_FLASH_BASE + 32'h68 + 0;  
                        D32 = {24'd0, D[7:0]};
                        addr_type = ADDR_TYPE_AXI;
                    end
                    7'd15: begin     
                        wstrb = 4'b0001;
                        A32 = AXI_ADDR32_SPI_FLASH_BASE + 32'h70 + 0;  
                        D32 = {24'd0, D[7:0]};
                        addr_type = ADDR_TYPE_AXI;
                    end
                    default: begin
                        wstrb = 0;
                        A32 = 0;
                        D32 = 0;
                        addr_type = ADDR_TYPE_UNKNOWN;
                    end
                  endcase
              end
          end
          4'b0101:  begin
              is_read = 0;
              D32 = {4{D[7:0]}};
              case (A32[1:0])
                2'b00: wstrb = 4'b0001;
                2'b01: wstrb = 4'b0010;
                2'b10: wstrb = 4'b0100;
                2'b11: wstrb = 4'b1000;
              endcase
              addr_type = mem_addr_type;
              A32 = mem_A32;
          end
          default: begin
              is_read = 0;
              A32 = 0;
              D32 = 0;
              wstrb = 0;
              addr_type = ADDR_TYPE_NOT_OP;
          end
        endcase
    end
endmodule
`default_nettype wire
==> results.sh <==
# physical design summary
export IMPL_grt_first_pass_wirelength_um=7272
export IMPL_critical_path_top_cell_by_count="sky130_fd_sc_hd__buf_4"
export IMPL_antenna_found_initial=0
export IMPL_clock_power_frac=0
export IMPL_design_power_total_mw=0.2855
export IMPL_worstPathArrival_ns=1.76
export IMPL_maxClockFrequency_ghz=0.4542
export IMPL_synth_largest_type_area_fraction=0.2003
export IMPL_setup_violators_final=1
export IMPL_globalRoute_totalOverflow=0
export IMPL_crit_start="RD"
export IMPL_ys_warnings_count=2
export IMPL_number_of_vias_after_detailed_routing=1478
export IMPL_cap_violations=0
export IMPL_dp_hpwl_um=3865
export IMPL_worst_path_buf_inv=3
export IMPL_first_global_vias=1529
export IMPL_post_synth_top_area_cell="sky130_fd_sc_hd__buf_4"
export IMPL_hold_path_class="input pin to output pin"
export IMPL_netlist_top_cells_area="sky130_fd_sc_hd__buf_4 20%, sky130_fd_sc_hd__and3_1 10%, sky130_fd_sc_hd__and2_1 8.7%, sky130_fd_sc_hd__nand4_1 5.1%, sky130_fd_sc_hd__nand2_1 3.9%"
export IMPL_swShare=0.3765
export IMPL_globalplace_congestion=0.8720
export IMPL_fillerInstances=301
export IMPL_dr_wl_met2_um=2186
export IMPL_avgSynthCellArea_um2=6.531
export IMPL_syn_cell_area_um2=862.1
export IMPL_timing_hold_violations_final=0
export IMPL_io_buffers=98
export IMPL_chip_area_mm2=0.006561
export IMPL_drc=0
export IMPL_die_w_um=81
export IMPL_cpLargestDelayFamily="buffers and inverters"
export IMPL_critical_path_max_stage_delay_ns=0.31
export IMPL_drt_iter0_drc=44
export IMPL_cp_endpoint="D32[2]"
export IMPL_crit_type="input pin to output pin"
export IMPL_highest_layer="met3"
export IMPL_yosys_stat_seqShare=0
export IMPL_fp_util=0.2373
export IMPL_grt_util_all_layers=0.1341
export IMPL_critical_path_max_fanout=4
export IMPL_final_setup_worst_slack_ns=-0.001771
export IMPL_route_layer_met1_wl_um=2075
export IMPL_via_per_inst=4.576
export IMPL_wl_um=4876
export IMPL_yosys_area_um2=862.1
export IMPL_ir_drop_mv=0.06615
export IMPL_comb_power_share=1.000
export IMPL_intPower_mw=0.1780
export IMPL_final_layout_size_suffix_gt1_frac=0.4618
export IMPL_unrepaired_setup_endpoints_after_global_routing="true"
export IMPL_detail_route_antenna_nets=0
export IMPL_critical_path_cell_count=7
export IMPL_crit_path_end_kind="output pin"
export IMPL_p_leak_nw=1.391
export IMPL_stage_log_warnings=34
export IMPL_whs_ns=1.186
export IMPL_detail_route_antenna_diodes=0
export IMPL_required_time_of_the_critical_path_ns=1.76
export IMPL_core_area_mm2=0.003633
export IMPL_io_pin_count=104
export IMPL_yosysCellCount=132
export IMPL_die_y_size_um=81
export IMPL_number_of_rows_created_at_floorplan=22
export IMPL_wl_per_cell_um=15.10
export IMPL_detail_route_met3_wl_um=614
export IMPL_ctsHoldBuffers=0
export IMPL_failing_checks="negative setup slack"
export IMPL_slowest_stage="sky130_fd_sc_hd__o32ai_4"
export IMPL_timing_final_max_slew_violations=0
export IMPL_grt_start_max_net_pins=10
export IMPL_netSwitchingPower_mw=0.1075
export IMPL_clock_buffer_count=0
export IMPL_run_status="finished, violations left"
export IMPL_post_synth_inst_count=132
export IMPL_regArea_um2=0
export IMPL_power_per_cell_area_mw_per_mm2=120.2
export IMPL_yosysUniqueCellTypes=41
export IMPL_layout_worst_path_cycle_share=1.001
export IMPL_crit_chain="buf_4 -> and2b_2 -> nand3_2 -> o32ai_4 -> buf_4 -> and2_1 -> dlygate4sd2_1"
export IMPL_whs_path_depth=3
export IMPL_startpoint_type="input pin"
export IMPL_detail_route_first_pass_iterations=4
export IMPL_final_critical_path_required_period_ns=2.202
export IMPL_seq_power_share=0
export IMPL_syn_to_final_growth_pct=175.6
export IMPL_mi_logic_area_um2=807.0
export IMPL_nFlopsAndLatches=0
-- power groups by stage --
stage / sequential, mW / combinational, mW / clock (mW)
4_1_cts: 0 / 0.270 / 0
5_1_grt: 0 / 0.310 / 0
6_report: 0 / 0.286 / 0
-- cells in the final DEF (no fill, tap or decap), drive strengths merged, types with 2 or more instances in the layout --
cell type / netlist / routed
buf: 25 / 86
clkdlybuf4s50: 0 / 40
dlygate4sd2: 0 / 21
dlymetal6s2s: 0 / 15
and3: 15 / 15
and2: 12 / 12
nand2: 9 / 9
nor2: 9 / 9
nand4: 7 / 7
o21ai: 7 / 7
conb: 1 / 6
clkbuf: 5 / 5
a21oi: 5 / 5
or2: 3 / 3
and2b: 3 / 3
nor3b: 3 / 3
nand3: 3 / 3
nor2b: 2 / 2
or3: 2 / 2
o211ai: 2 / 2
o2bb2ai: 2 / 2
-- cell families after synthesis --
group           Yosys count  share of synthesized area
other cells               1                   0.004350
xor+xnor                  2                    0.02032
simple gates             75                     0.5385
compound gates           23                     0.1974
buf+inv                  31                     0.2395
-- worst min path at each step --
stage | start | end | slack [ns]
6_report | A[2] | A32[16] | 1.19
5_1_grt | A[2] | A32[16] | 1.22
4_1_cts | A[2] | A32[16] | 1.21
-- tightest hold or removal path: stages --
cell and delay (ns):
sky130_fd_sc_hd__buf_2 0.14, sky130_fd_sc_hd__o2bb2ai_2 0.06, sky130_fd_sc_hd__buf_2 0.11
-- final cells by class --
| cell class | instances | share of cell area |
|---|---|---|
| inverters | 1 | 0.001580 |
| multi-input cells | 106 | 0.3397 |
| repair buffers | 168 | 0.6335 |
| well taps | 48 | 0.02528 |
-- synthesized netlist by cell type, types with 3 or more instances --
| cell type | count |
|---|---|
| sky130_fd_sc_hd__a21oi_1 | 5 |
| sky130_fd_sc_hd__and2_1 | 12 |
| sky130_fd_sc_hd__and2b_1 | 3 |
| sky130_fd_sc_hd__and3_1 | 14 |
| sky130_fd_sc_hd__buf_4 | 23 |
| sky130_fd_sc_hd__clkbuf_1 | 4 |
| sky130_fd_sc_hd__nand2_1 | 9 |
| sky130_fd_sc_hd__nand4_1 | 7 |
| sky130_fd_sc_hd__nor2_1 | 9 |
| sky130_fd_sc_hd__o21ai_0 | 6 |
| sky130_fd_sc_hd__or2_2 | 3 |
-- per-layer routing --
metal / GRT usage / up-vias
met5: 0 / -
met3: 0.06013 / 0
met1: 0.1649 / 671
li1: - / 733
met2: 0.2229 / 74
met4: 0.005190 / 0
-- timing repair --
action | in CTS | in global routing
endpoints found under the setup margin | 66 | 41
setup buffers | 20 | 6
pin swaps | 30 | 17
resized | 120 | 55
cloned | 0 | 0
-- per-stage QoR --
stage / util / instance area [um^2] / setup TNS, ns / setup slack (ns) / instances
6_report: 0.6539 / 2376 / -0.001771 / -0.001771 / 323
5_1_grt: 0.6539 / 2376 / -0.4911 / -0.07732 / 323
4_1_cts: 0.6133 / 2228 / -0.3971 / -0.1438 / 319
3_5_place_dp: 0.5682 / 2064 / -31.06 / -0.6385 / 299
3_3_place_gp: 0.5682 / 2064 / -30.54 / -0.6617 / 299
2_1_floorplan: - / 880.8 / 0 / 0.4321 / 137
No activity file was given, so power comes from the tool's default toggle rates.
