`design.v`:
```
`timescale 1ns/1ps
`default_nettype none
module axi_capture#(
                    ADDR_WIDTH=32
                    )
    (
     output wire axi_busy,
     output wire [7:0] read_data,
     input wire [ADDR_WIDTH-1:0] A,
     input wire [3:0] wstrb,
     input wire [31:0] D,
     input wire rdaddr_fetch,
     input wire wraddr_fetch,
     input wire wrdata_fetch,
     input wire RESETN,
     output wire [ADDR_WIDTH-1:0] AXI_awaddr,
     output wire AXI_awvalid,
     input wire AXI_awready,
     output wire AXI_wvalid,
     output wire [3:0] AXI_wstrb,
     output wire [31:0] AXI_wdata,
     input wire AXI_wready,
     output wire [ADDR_WIDTH-1:0] AXI_araddr,
     output wire AXI_arvalid,
     input wire AXI_arready,
     output wire AXI_rready,
     input wire AXI_rvalid,
     input wire [31:0] AXI_rdata,
     output wire AXI_bready,
     input wire [1:0] AXI_bresp,
     input wire AXI_bvalid,
     input wire AXI_CLK
     );
parameter AXI_ADDR32_UART_RX = 32'h4060_0000;
parameter AXI_ADDR32_UART_TX = 32'h4060_0004;
parameter AXI_ADDR32_UART_STAT = 32'h4060_0008;
parameter AXI_ADDR32_DRAM_BASE = 32'h8000_0000;
parameter AXI_ADDR32_SPI_FLASH_BASE = 32'h44a0_0000;
parameter AXI_ADDR32_SPI_BASE = 32'h44a1_0000;
parameter AXI_ADDR32_FLASH_XIP_BASE = 32'h0100_0000;
parameter integer ADDR_TYPE_NBIT = 3;
parameter ADDR_TYPE_INTERNAL_ROM = 3'd0;
parameter ADDR_TYPE_INTERNAL_RAM = 3'd1;
parameter ADDR_TYPE_INTERNAL_PERIPHERAL = 3'd2;
parameter ADDR_TYPE_AXI = 3'd5;
parameter ADDR_TYPE_UNKNOWN = 3'd6;
parameter ADDR_TYPE_NOT_OP = 3'd7;
    reg axi_rready;
    reg axi_arvalid;
    reg [7:0] axi_readdata;
    reg axi_awvalid;
    reg axi_wvalid;
    reg [3:0] axi_wstrb;
    reg [31:0] axi_wdata;
    reg [ADDR_WIDTH-1:0] axi_raddr;
    reg [ADDR_WIDTH-1:0] axi_waddr;
    var [7:0] read_data_axi;
    var rdaddr_fetched;
    var wraddr_fetched;
    var wrdata_fetched;
    var bresp_wait;
    assign AXI_bready = 1;
    assign AXI_wvalid = axi_wvalid;
    assign AXI_wdata = axi_wdata;
    assign AXI_wstrb = axi_wstrb;
    assign AXI_rready = axi_rready;
    assign AXI_awvalid = axi_awvalid;
    assign AXI_awaddr = {axi_waddr[ADDR_WIDTH-1:2], 2'b00};
    assign AXI_araddr = {axi_raddr[ADDR_WIDTH-1:2], 2'b00};
    assign AXI_arvalid = axi_arvalid;
    assign read_data = read_data_axi;
    assign axi_busy = axi_awvalid | axi_wvalid | axi_arvalid | axi_rready | bresp_wait;
    always @(posedge AXI_CLK)
      if (!RESETN) begin
          axi_rready <= 0;
          axi_arvalid <= 0;
          axi_awvalid <= 0;
          axi_wvalid <= 0;
          bresp_wait <= 0;
          rdaddr_fetched <= 0;
          wraddr_fetched <= 0;
          wrdata_fetched <= 0;
          read_data_axi <= 0;
      end else begin
          if ((!axi_busy) && (! rdaddr_fetched) && rdaddr_fetch) begin
              axi_arvalid <= 1;
              axi_rready <= 1;
              axi_raddr <= A;
              rdaddr_fetched <= 1;
          end else if (! rdaddr_fetch) begin
              rdaddr_fetched <= 0;
          end
          if ((!axi_busy) && (! wraddr_fetched) && (wraddr_fetch)) begin
              axi_awvalid <= 1;
              axi_waddr <= A;
              wraddr_fetched <= 1;
          end else if (! wraddr_fetch) begin
              wraddr_fetched <= 0;
          end
          if ((!axi_busy) && (!wrdata_fetched) && wrdata_fetch) begin
              axi_wvalid <= 1;
              axi_wstrb <= wstrb;
              axi_wdata <= D;
              bresp_wait <= 1;
              wrdata_fetched <= 1;
          end else if (!wrdata_fetch) begin
              wrdata_fetched <= 0;
          end
          if (axi_awvalid && AXI_awready) begin
              axi_awvalid <= 0;
          end
          if (axi_wvalid && AXI_wready) begin
              axi_wvalid <= 0;
          end
          if (axi_arvalid && AXI_arready) begin
              axi_arvalid <= 0;
          end
          if (AXI_bvalid) begin
              bresp_wait <= 0;
          end
          if (axi_rready && AXI_rvalid) begin
              case (axi_raddr[1:0])
                2'b00: read_data_axi <= AXI_rdata[7:0];
                2'b01: read_data_axi <= AXI_rdata[15:8];
                2'b10: read_data_axi <= AXI_rdata[23:16];
                2'b11: read_data_axi <= AXI_rdata[31:24];
              endcase
              axi_rready <= 0;
          end
      end
endmodule
`default_nettype wire
```
`run.sh`:
```
#!/bin/bash
# OpenROAD 26Q1-2900-gdf79404cd8, Yosys 0.63+post, stock flow scripts
make -C /OpenROAD-flow-scripts/flow DESIGN_CONFIG=/design/flow/config.mk WORK_HOME=/design/flow/orfs finish
```
`config.mk`:
```
export PLATFORM = sky130hd
export DESIGN_NAME = axi_capture
export DESIGN_NICKNAME = axi_capture
export VERILOG_FILES = /design/flow/design.v
export SDC_FILE = /design/flow/constraint.sdc
export NUM_CORES = 4
export LEC_CHECK = 1
export CORE_UTILIZATION = 30
```
`constraint.sdc`:
```
current_design axi_capture

set clk_period 4.1
set clk_io_pct 0.2

create_clock -name clk0 -period $clk_period [get_ports {AXI_CLK}]

set non_clock_inputs [all_inputs -no_clocks]
set_input_delay [expr $clk_period * $clk_io_pct] -clock clk0 $non_clock_inputs
set_output_delay [expr $clk_period * $clk_io_pct] -clock clk0 [all_outputs]
```
==> notes.org <==
#+TITLE: Implementation results

** Floorplanning
- Core region area :: 13200 sq um
- The die covers 14000 sq um.
- Share of the core filled by cells before placement :: 30.8%
- Vertical die size :: 119 um
- FP Rows :: 42
- 226 I/O pins were placed.
- Horizontal die dimension :: 119 um

** Layout
- Register area :: 3260 sq um
- Leaving out buffers and inverters, the combinational logic in the layout accounts for 534 sq um.
- Final core utilization :: 51.4%
- Per the layout report, the design carries 1168 filler cells.
- Cells with a size suffix above 1 make up 10.4% of the layout.
- Growth of design area from synthesis to finish :: 67.2%

** Min path
- Hold Startpoint :: read_data_axi[7]
- The min-delay analysis places its worst path in the category reg -> reg.

** Final timing
- Final Hold Vio Count :: 0
- Final sum of negative setup slack :: 0 ns
- Per the final report, max-transition violations number 0.
- The worst pin sits at a relative slew slack of 61.8%.
- Setup violation total in the final timing report :: 0
- Post-Route Skew :: 0.00962 ns
- OpenROAD reports that the post-layout worst path occupies 68.0% of the period.
- Tightest hold margin :: 0.480 ns
- Setup repair after global routing left no endpoint under its margin.
- Achievable Freq :: 359 MHz
- The smallest clock period supported by the final layout is computed as 2.79 ns.
- Pin slew with the least headroom to its limit :: 0.572 ns

** Synth
- The synth_stat.txt file lists the number of cells as 215.
- Number of register bits inferred by synthesis :: 114
- Warnings reported by Yosys during synthesis add up to 1.
- Area reported by Yosys stat :: 4070 sq um
- Async S/R FF share, synth :: 0%
- Looking at the cell usage after synthesis, the top flip-flop cell is edfxtp_1.
- The synthesized netlist handed to floorplanning was reported with a cell count of 215.
- Post-synthesis sequential area ratio :: 80.1%
- Post-synth tally of flip-flops with integrated enable :: 98
- Synthesis instantiated 29 different standard cells from the library.
- A synthesized cell averages 18.9 sq um.
- After synthesis the cells add up to 4070 sq um.

** CTS
- The clock tree synthesis step divided the H-tree into 4 levels.
- In the CTS report, the clock slew at the register clock pins of the worst setup and hold paths is listed as 0.05 ns.
- TritonCTS Buffers :: 17
- As reported, the later end of the worst-skew pair has a clock insertion delay of 0.40 ns.
- The clock passes through at most 2 buffers.
- For this design, the CTS-stage hold fixing added 0 buffers.
- TritonCTS built the clock tree.
- Clk Tree Root Cell :: clkbuf_16
- Post-CTS repair changed the size of 0 cells.
- In this run the post-CTS setup repair buffer count came out at 0.
- The tree built by TritonCTS fans out to 114 sinks.

** Setup path
- Maximum net fanout on the critical path :: 18
- Start point of the critical path :: RESETN
- The worst setup path is captured at a flip-flop.
- The worst setup path is of the in -> reg kind.
- Critical path launch point type :: input port
- Required time at the worst-slack endpoint :: 4.19 ns
- Per the timing report, the most critical flop-to-flop path originates at axi_rready.
- Worst endpoint data arrival time :: 2.87 ns

** Detailed routing
- Drt first-iter violations :: 118
- Number of DRC violations after detailed routing :: 0
- The detailed router placed 2466 vias in this run.
- According to the report, the first pass of detailed routing completed in 4 iterations.
- After detailed routing, the number of vias per cell comes to 4.05.
- Nets still carrying antenna violations after routing amount to 0.
- Antenna repair during routing inserted a diode count of 0.
- Sum of routed wire length over all layers :: 8590 um
- For this sky-water flow run, the detailed-routed wirelength per cell is reported as 14.1 um.

** GRT
- Via count of the first global-routing pass :: 2618
- Global-route wire length before repair :: 13500 um
- Global Route Usage Sum :: 13.1%
- The total overflow left after global routing is 0.
- The initial antenna violation count is 0.
- Entering global routing, the biggest net connects 37 pins.

** Placed design
- Input and output buffers added on the ports amount to 218.
- Detail Placement HPWL :: 6290 um
- Final GP Congestion :: 0.801

** Run
- Tally of max-capacitance violations :: 0
- Stage-log warning count :: 27

** Power and ir drop
- The script extracted a total leakage power of 2.43 nW.
- The highest supply drop recorded on VDD is 0.232 mV.
- The flow reported a cell area power density of 478 nW/um^2.

** Status
- The run finished with clean final reports.
-- per-stage QoR --
stage	instance area [sq um]	total power, mW	std cells	setup slack, ns
finish	6810	3.25	609	1.31
global route	6810	3.39	609	1.17
CTS	6810	3.30	609	1.27
detailed placement	6240	1.88	577	0.849
global placement	6240	1.88	577	0.887
floorplan	4090	1.58	218	0.929
-- placed cells by master, fill, tap and decap left out --
| cell | count |
|---|---|
| a221o_1 | 7 |
| mux2i_1 | 8 |
| and2b_1 | 1 |
| dfxtp_1 | 16 |
| buf_4 | 4 |
| nor4_2 | 1 |
| clkbuf_16 | 17 |
| mux2_1 | 1 |
| bufinv_16 | 2 |
| edfxtp_1 | 98 |
| o22ai_1 | 4 |
| nand2b_1 | 2 |
| clkbuf_1 | 3 |
| clkinvlp_4 | 3 |
| nor2_4 | 3 |
| o211a_1 | 3 |
| a22oi_1 | 1 |
| o31ai_1 | 1 |
| a31oi_1 | 1 |
| clkdlybuf4s50_1 | 218 |
| nand3b_1 | 1 |
| clkinv_2 | 4 |
| mux2_4 | 7 |
| inv_1 | 2 |
| nand2_1 | 5 |
| nor3b_1 | 1 |
| conb_1 | 5 |
| nor2b_1 | 7 |
| a21boi_2 | 1 |
| clkinv_4 | 1 |
| nor2_1 | 1 |
| and4_1 | 1 |
| nand3_1 | 1 |
| clkbuf_8 | 2 |
-- Yosys cell counts, types with 2 or more instances --
library cell	number	share of area (%)
a221o_1	7	1.7
buf_4	35	6.4
conb_1	2	0.18
dfxtp_1	16	7.9
edfxtp_1	98	72
inv_1	2	0.18
mux2_4	7	2.6
mux2i_1	8	2.0
nand2_1	5	0.46
nand2b_1	2	0.31
nor2_1	4	0.37
nor2b_1	7	1.1
o211a_1	3	0.74
o22ai_1	4	0.61
-- registers in the layout, summed over array words and instances, names as in the netlist --
name            count
axi_raddr          32
axi_wdata          32
axi_waddr          30
read_data_axi       8
axi_wstrb           4
axi_arvalid         1
axi_awvalid         1
axi_rready          1
axi_wvalid          1
bresp_wait          1
rdaddr_fetched      1
wraddr_fetched      1
wrdata_fetched      1
-- final cells by class --
class / instances / share of cell area, %
clock inverter: 10 / 1.63
inverter: 2 / 0.110
tap: 176 / 3.23
sequential: 114 / 47.9
multi-input combinational: 63 / 7.84
clock buffer: 22 / 6.81
timing repair buffer: 222 / 32.5
-- cells by family (layout without fill, tap and decap cells) --
family	Yosys count	in the layout	share of synthesized area (%)
AND-OR/OR-AND	18	18	3.87
buffers and inverters	41	256	7.62
AND/OR/NAND/NOR	24	24	3.41
other	2	5	0.184
flip-flops	114	114	80.1
multiplexers	16	16	4.82
-- worst paths after layout --
path	endpoint	slack, ns	cells after the start
min	read_data_axi[7]	0.48	1
max reg2reg	axi_waddr[10]	1.70	4
min reg2reg	read_data_axi[7]	0.48	1
max	axi_waddr[10]	1.31	4
-- critical path: stages --
cell             delay (ns)
clkdlybuf4s50_1        0.69
nand3b_1               0.42
nor2_4                 0.59
buf_4                  0.33
-- power by group --
group	switching, mW	internal [mW]	leakage, nW
sequential	0.0355	1.40	1.03
combinational	0.137	0.286	1.12
clock	0.479	0.921	0.276
total	0.651	2.60	2.43
-- layer usage --
metal | share of wire [%] | GRT usage (%) | vias to the layer above
li1 | - | - | 1184
met1 | 41 | 19.1 | 1138
met2 | 48 | 20.0 | 137
met3 | 9.7 | 5.41 | 7
met4 | 1.4 | 1.82 | 0
met5 | 0 | 0 | -
Power is estimated from default activity; no workload was simulated.
